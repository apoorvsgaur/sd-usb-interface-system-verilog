[./run.sh]
#!/bin/bash
# OpenROAD 26Q1-2900-gdf79404cd8, Yosys 0.63+post, stock flow scripts
make -C /OpenROAD-flow-scripts/flow DESIGN_CONFIG=/design/flow/config.mk WORK_HOME=/design/flow/orfs finish
[./config.mk]
export PLATFORM = sky130hd
export DESIGN_NAME = timerTX
export DESIGN_NICKNAME = timerTX
export VERILOG_FILES = /design/flow/design.v
export SDC_FILE = /design/flow/constraint.sdc
export NUM_CORES = 4
export LEC_CHECK = 1
export CORE_AREA = 10 10 70 70
export DIE_AREA = 0 0 80 80
[./constraint.sdc]
current_design timerTX

set clk_period 2.2
set clk_io_pct 0.2

create_clock -name clk0 -period $clk_period [get_ports {clk}]

set non_clock_inputs [all_inputs -no_clocks]
set_input_delay [expr $clk_period * $clk_io_pct] -clock clk0 $non_clock_inputs
set_output_delay [expr $clk_period * $clk_io_pct] -clock clk0 [all_outputs]
[./design.v]
module flex_counter 
#(
   parameter NUM_CNT_BITS = 4
)
(
  input wire clk,
  input wire n_rst,
  input wire clear,
  input wire count_enable,
  input wire [(NUM_CNT_BITS-1):0] rollover_val,
  output wire [(NUM_CNT_BITS-1):0] count_out,
  output wire rollover_flag  
);
reg [NUM_CNT_BITS - 1: 0] counter; 
reg roll_val;
reg [NUM_CNT_BITS - 1:0] count_assign;
reg roll_assign;
assign count_out = counter;
assign rollover_flag = roll_val;
always_ff @ (negedge n_rst, posedge clk)
begin : RESET_FF
  if(n_rst == 1'b0)
  begin
    counter <= 1'b0; 
  end 
  else
  begin
    counter <= count_assign;
  end  
end
always_ff @ (negedge n_rst, posedge clk)
begin: ROLLOVER_FLAG
  if(n_rst == 1'b0)
  begin
    roll_val <= 0;
  end
  else
  begin
    roll_val <= roll_assign;
  end
end
always_comb 
begin: COUNTER_COMB
  count_assign = counter;
  roll_assign = 1'b0;
if(clear == 1'b1)
begin
    count_assign = 0;
    roll_assign = 0;  
end
else if(count_enable == 1'b1)
begin
    if (counter + 1 == rollover_val)
    begin
        roll_assign = 1;
    end
    else
    begin
        roll_assign = 0;
    end
    if (counter == rollover_val)
    begin
       count_assign = 1;
    end
    else
    begin
       count_assign = counter + 1;
    end
end
else if(count_enable == 1'b0)
begin
    if(count_assign == rollover_val)
    begin
      roll_assign = 1;
    end 
    else
    begin
      roll_assign = 0;
    end
end
end 
endmodule
module timerTX (
   input wire clk,
   input wire n_rst,
   input wire sending,
   input wire stop_clock,
   input wire sd_enable,
   input wire load_enable_g,
   input wire stop_clock_shift_enable,
   output wire load_enable_sd,
   output wire shift_enable_sd,
   output wire shift_enable,
   output reg load_enable
);
reg [3:0] count_out_shift;
reg [3:0] random_var;
reg random_var2;
reg reg_load_enable_sd;
reg nextbyte;
reg mybyte; 
assign load_enable_sd = reg_load_enable_sd;
flex_counter #(.NUM_CNT_BITS(4)) shift_enable_gen(
  .clk(clk),
  .n_rst(n_rst),
  .clear(!sending),  
  .count_enable(sending && !stop_clock),
  .rollover_val(4'd8),
  .count_out(count_out_shift),
  .rollover_flag(random_var2)  
);
flex_counter #(.NUM_CNT_BITS(4)) load_enable_gen (
  .clk(clk),
  .n_rst(n_rst),
  .clear(!sending || nextbyte),
  .count_enable(shift_enable && !stop_clock_shift_enable),
  .rollover_val(4'd8),
  .count_out(random_var),
  .rollover_flag(load_enable)  
);
assign shift_enable = (count_out_shift == 4'd3 || stop_clock_shift_enable) ? 1:0;
assign shift_enable_sd = ((count_out_shift == 4'd3 || stop_clock_shift_enable) && sd_enable == 1) ? 1:0;
always_ff @ (negedge n_rst, posedge clk) begin
  if(~n_rst)begin
      mybyte = 1'b0;
  end 
  else 
  begin
      mybyte = nextbyte;
  end
end
always_comb
begin: LOAD_ENABLE_SD_GEN
if (sd_enable == 1 && load_enable == 1)
begin
    reg_load_enable_sd = 1;
end
else
begin
    reg_load_enable_sd = 0;
end
end  
always_comb 
begin
    nextbyte = 1'b0;
    if(load_enable)
            nextbyte = 1'b1;
end
endmodule
==> Changelog: implementation <==
### Metrics

- Setup_tns: 0 ps
- Slew Viols, Final: 0
- Area leader, netlist: dfrtp_1
- DRT antenna net count: 0
- Dpl hpwl: around 900 um
- Clk latency of the worst-skew pair: about 250 ps
- Top non-seq family: simple AND/OR/NAND/NOR gates
- DR pass1 iterations: 4
- Ys async rst share: 1.00
- Wire length per cell: ~9.8 um
- Ao+oa area frac: 0.149
- Tool warnings: 29
- Hold Crit Class: in2async
- Buffers on Ports: 9
- Post-synthesis cell area: a little under 600 um2
- Max-Cap Viols: 0
- Vias/cell: 3.91
- Max Fanout on Critical Path: 5
- GPL Wtd Cong: around 0.83
- Synth cell count leaders: 9 x dfrtp_1, 5 x ha_1, 5 x inv_1, 5 x nor2_1
- Min Tclk post-route: around 2100 ps
- Register share after synthesis: 0.379
- Layout cells sized above 1: 0.0946
- Worst setup SP type: register
- Layout area overhead: 30.5%
- Antenna violations before repair: 0
- Yosys simple share: 0.267
- Final worst setup slack: 131 ps
- First-pass GRT wire length: 2020 um
- Yosys top cell by instances: dfrtp_1
- Largest cells by area after synthesis: dfrtp_1 38%, ha_1 11%, mux2i_1 6.7%
- Peak Freq: slightly below 500 MHz
- RSZ-0062 raised after global routing: false
- Ports: 11
- Post-synth EDFFs: 0
- Largest net degree at the start of global routing: 10
- Status: finished, final reports clean
- Synth flops: 9
- WP data arrival: between 1500 and 2000 ps
- Worst-path clk slew: about 60 ps
- XOR Share, Synth: 0
- Yosys adder share: 0.105
- Die Wd: 80 um
- Worst-Margin Slew: around 510 ps
- Worst r2r src: shift_enable_gen.counter[1]
- Main synth FF type: dfrtp_1
- CP Capture Type: output pin
- Die Y: roughly 80 um
- Ant. Diodes: 0
- Final setup violation count: 0
- Starting Density: 0.174
- Post-Syn Instances: 60
- Via count: 469
- Longest Clk Path Bufs: 2
- Chip Area, Yosys: 594 um2
- Number of global-route vias before repair: around 430
- Syn avg cell area: slightly below 10 um2
- Full die area: roughly 6400 um2
- Yosys Instances: 60
- Dpl ws: roughly 160 ps
- Initial DRC count: 12
- Sink Count: 9
- Hold-fix buffers, CTS: 0
- Synth Warn #: 2
- Tcrit/Tclk final: 0.941
- DRT Wirelength: 1170 um
- Buffer count from post-CTS setup fixing: 0
- Slew headroom: 0.658
- Crit path DRT: ~1800 ps
- DRC Markers: 0
- Netlist cell types: 27
- Crit path kind: reg2out
- FP Rows: 21
- Area fraction in mux cells: 0.0674
- Final Hold Fails: 0
- Leak Pwr: around 0.33 nW
- Post-CTS sizing: 0
- Clk root buf: clkbuf_4
- Critical Path Start: shift_enable_gen.counter[0]
- CTS tree: yes
- H-tree depth: 1
- Skew final: approximately 1.7 ps
- CTS Buf Count: 3
- R2r worst-path depth: 4
- Grt ovf: 0
- Power Density: between 400 and 500 nW/um2
- Total GRT Usage: 0.0378
- Max-area cell share: 0.379
- Worst VDD drop: ~0.1 mV
- CORE AREA: 3420 um2
power by group:
part           internal [mW]  switching, mW  total, mW
combinational         0.0243         0.0192     0.0435
sequential             0.169        0.00474      0.174
clock                 0.0695         0.0515      0.121
total                  0.263         0.0755      0.338
path summary, 6_finish.rpt:
kind                                               end  slack, ps
setup reg to reg            load_enable_gen.counter[2]        600
max in group asynchronous   load_enable_gen.counter[2]       1440
min in group clk0           load_enable_gen.counter[2]        550
hold reg to reg             load_enable_gen.counter[2]        550
setup / recovery                       shift_enable_sd        130
hold / removal             shift_enable_gen.counter[1]        480
stage by stage:
stage / std cells / instance area, um2 / util / hold slack [ps] / power (mW)
after floorplan: 60 / 594 / - / 144 / 0.195
after detailed placement: 116 / 749 / 0.219 / 552 / 0.221
after global routing: 120 / 776 / 0.227 / 505 / 0.364
after global placement: 116 / 749 / 0.219 / 537 / 0.219
final: 120 / 776 / 0.227 / 481 / 0.338
after CTS: 120 / 776 / 0.227 / 488 / 0.348
registers in the layout (all words and copies together), names as in the netlist:
name                      flops
load_enable_gen.counter       4
shift_enable_gen.counter      4
load_enable_gen.roll_val      1
layer usage:
metal / up-vias / share of wire / GRT usage
met2: 7 / 0.38 / 0.0514
met5: - / 0 / 0
li1: 246 / - / -
met1: 214 / 0.53 / 0.0530
met4: 0 / 0.018 / 0.0123
met3: 2 / 0.065 / 0.0148
cells in the final DEF, fill, tap and decap left out, drive strengths merged, types with 2 or more instances in the layout:
| master | netlist | final |
|---|---|---|
| nand2 | 3 | 3 |
| a21boi | 2 | 2 |
| mux2i | 4 | 4 |
| ha | 5 | 5 |
| inv | 5 | 5 |
| clkdlybuf4s50 | 0 | 9 |
| o21ai | 4 | 4 |
| nor2 | 5 | 5 |
| nor2b | 3 | 3 |
| and3b | 2 | 2 |
| and2 | 2 | 2 |
| clkbuf | 0 | 4 |
| dfrtp | 9 | 9 |
logic make-up (layout without fill, tap and decap cells):
family / count (synthesis) / count (layout)
mux: 4 / 4
compound gates: 13 / 13
flops: 9 / 9
simple gates: 24 / 24
buf+inv: 5 / 19
fa+ha+maj: 5 / 5
layout make-up:
cell class / instances / area, um2
Multi-Input combinational cell: 46 / 350
Timing Repair Buffer: 10 / 97.6
Tap cell: 46 / 57.6
Inverter: 5 / 18.8
Clock buffer: 4 / 26.3
Sequential cell: 9 / 225
Fill cell: 369 / 2640
critical path: stages, from the launching register on:
cell             delay (ps)
dfrtp_1                 410
ha_1                    250
a21o_1                  170
and2_1                  150
clkdlybuf4s50_1         400
Power and IR drop assume default switching activity.
